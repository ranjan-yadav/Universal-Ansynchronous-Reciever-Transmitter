==> constraint.sdc <==
current_design UART_CODE

set clk_period 3.4
set clk_io_pct 0.2

create_clock -name clk0 -period $clk_period [get_ports {iclk}]

set non_clock_inputs [all_inputs -no_clocks]
set_input_delay [expr $clk_period * $clk_io_pct] -clock clk0 $non_clock_inputs
set_output_delay [expr $clk_period * $clk_io_pct] -clock clk0 [all_outputs]
==> design.v <==
`timescale 1ns / 1ps
module UART_CODE(
    input iclk,
	 input tx_data_valid,
	 input [31:0] tx_byte,
	 output tx_active,
	 output reg tx_serial,
	 output tx_done,
    output rx_data_valid,
	 output reg [31:0] rx_byte
    );
reg rx_serial;  
parameter CLKS_PER_BIT=86;	 
parameter TX_IDLE=4'b0000,
			 TX_START_BIT=4'b0001,
			 TX_DATA_BITS=4'b0010,
			 TX_STOP_BIT=4'b0011,
			 TX_CLEAN=4'b0100;
parameter RX_IDLE=4'b1000,
			 RX_START_BIT=4'b1001,
			 RX_DATA_BITS=4'b1010,
			 RX_STOP_BIT=4'b1011,
			 RX_CLEAN=4'b1100;
reg [3:0] tx_state_machine =0;
reg [7:0] tx_clk_cnt=0;
reg [4:0] tx_bit_index=0;
reg [31:0] tx_data=0;
reg tx_done1 =0;
reg tx_active1=0;
always @(posedge iclk)
	begin
	case(tx_state_machine)
	TX_IDLE: begin
			tx_serial<=1'b1;
			rx_serial<=tx_serial;
			tx_done1<=0;
			tx_clk_cnt<=0;
			tx_bit_index<=0;
			if(tx_data_valid==1'b1)
			begin
				tx_active1<=1'b1;
				tx_data<=tx_byte;
				tx_state_machine<=TX_START_BIT;
				end
			else
				tx_state_machine<=TX_IDLE;
			end
	TX_START_BIT: begin
			tx_serial<=1'b0;
			rx_serial<=tx_serial;
			if(tx_clk_cnt < CLKS_PER_BIT-1)
				begin
				tx_clk_cnt<=tx_clk_cnt+1;
				tx_state_machine<=TX_START_BIT;
				end
			else
				begin
				tx_clk_cnt<=0;
				tx_state_machine<=TX_DATA_BITS;
				end
			 end
	 TX_DATA_BITS : begin
					tx_serial<=tx_data[tx_bit_index];
					rx_serial<=tx_serial;
				if(tx_clk_cnt< CLKS_PER_BIT-1)
				 begin
					tx_clk_cnt<=tx_clk_cnt+1;
					tx_state_machine<=TX_DATA_BITS;
				 end
				else
					begin
						tx_clk_cnt<=0;
					if(tx_bit_index<31)
						begin
						tx_bit_index<=tx_bit_index+1;
						tx_state_machine<=TX_DATA_BITS;
						end
					else
						begin
							tx_bit_index<=0;
							tx_state_machine<=TX_STOP_BIT;
						end
				end
		 end
		TX_STOP_BIT: begin
				tx_serial<=1'b1;
				if(tx_clk_cnt<CLKS_PER_BIT-1)
					begin
					tx_clk_cnt<=tx_clk_cnt+1;
					tx_state_machine<=TX_STOP_BIT;
					end
				else
					begin
					tx_done1<=1'b1;
					tx_clk_cnt<=0;
					tx_state_machine<=TX_CLEAN;
					end
				end
			TX_CLEAN: begin
						tx_done1<=1'b1;
						tx_state_machine<=TX_IDLE;
					 end
			default: tx_state_machine<= TX_IDLE;
		endcase
	end
	assign tx_active=tx_active1;
	assign tx_done=tx_done1;
reg rx_data=1'b1;
reg rx_data_R=1'b1;
reg [7:0] clk_cnt=0;
reg [4:0] bit_index =0;
reg [31:0] rx_byte1 =0;
reg  rx_dv=0;
reg [3:0] state_machine =0;
always @(posedge iclk)
	begin
		rx_data<=rx_serial;
		rx_data_R<=rx_data;
	end
always @(posedge iclk)
	begin
		 case(state_machine)
		 RX_IDLE: begin
				 rx_dv <=1'b0;
				 clk_cnt<=0;
				 bit_index<=0;
				 if(rx_data==1'b0)
						state_machine<=RX_START_BIT;  
				 else
						state_machine<=RX_IDLE;
				 end
	   RX_START_BIT: begin
		           if(clk_cnt==(CLKS_PER_BIT)/2)
							begin
								if(rx_data==1'b0)
									begin 
										clk_cnt<=0;
										state_machine<=RX_DATA_BITS;
									end
								else
										state_machine<=RX_IDLE;
							end
		           else
					      begin
								clk_cnt<=clk_cnt +1;
								state_machine<= RX_START_BIT;
							end
					  end
     RX_DATA_BITS: begin
					  if(clk_cnt<CLKS_PER_BIT-1)
						begin
							clk_cnt<=clk_cnt+1;
							state_machine<=RX_DATA_BITS;
						end
					  else
							begin
							 clk_cnt<=0;
							 rx_byte1[bit_index]<=rx_data;
							 if(bit_index<31)  
								begin
									bit_index<=bit_index+1;
									state_machine<=RX_DATA_BITS;
								end
							 else
								begin
									bit_index<=0;
									state_machine<=RX_STOP_BIT;
								end
						    end
                  end
		RX_STOP_BIT: begin
						if(clk_cnt<CLKS_PER_BIT-1)
							begin
								clk_cnt<=clk_cnt+1;
								state_machine<=RX_STOP_BIT;
							end
						 else
							 begin
							   rx_dv<=1'b1;
								clk_cnt<=0;
								state_machine<=RX_CLEAN;
							  end
					 end
		RX_CLEAN: begin
					state_machine<=RX_IDLE;
					rx_dv<=1'b0;
				 end
		default: state_machine<=RX_IDLE;
		endcase
end
 assign rx_data_valid=rx_dv;
 always @(negedge tx_done)
  begin
  rx_byte<=rx_byte1;
  end
endmodule
==> run.sh <==
#!/bin/bash
# OpenROAD 26Q1-2900-gdf79404cd8, Yosys 0.63+post, stock flow scripts
make -C /OpenROAD-flow-scripts/flow DESIGN_CONFIG=/design/flow/config.mk WORK_HOME=/design/flow/orfs finish
==> config.mk <==
export PLATFORM = sky130hd
export DESIGN_NAME = UART_CODE
export DESIGN_NICKNAME = UART_CODE
export VERILOG_FILES = /design/flow/design.v
export SDC_FILE = /design/flow/constraint.sdc
export NUM_CORES = 4
export LEC_CHECK = 1
export CORE_UTILIZATION = 30
==> out/metrics.json <==
{
  "wl_um": 9470,
  "cts_tree": "done",
  "cts_max_path_buffers": 2,
  "yosys_cells": 425,
  "post_synth_num_cell_types": 52,
  "post-route-worst-setup-slack_ps": 862,
  "irDropWorstVdd_uv": 471,
  "unclocked_pins": 32,
  "grt_overflow": 0,
  "ctsRootBufferMaster": "sky130_fd_sc_hd__clkbuf_16",
  "first_global_vias": 3259,
  "warning_count": 30,
  "ctsResizeCount": 0,
  "via_per_inst": 4.68,
  "cp.required_ps": 3510,
  "ctsHtreeMaxLevel": 3,
  "nFillCells": 1683,
  "netlist_instances": 425,
  "number_of_pins_exceeding_their_max_slew_limit_in_the_final_report": 0,
  "slew-limit-headroom_pct": 47.5,
  "crit_fanout": 14,
  "avgSynthCellArea_um2": 13.0,
  "portion_of_the_post_synthesis_area_used_by_sequential_elements_pct": 66.3,
  "dr.pass1.iters": 4,
  "synth.cellmix.xorXnorShare_pct": 3.18,
  "postSynth.asyncResetShare_pct": 0,
  "number_of_flops_mapped_to_enable_cells_by_yosys": 95,
  "synth.yosys.warnings": 1,
  "fin_tns_setup_ps": 0,
  "floorplan.core_area_mm2": 0.0180,
  "final.period_utilization_pct": 74.7,
  "numCtsBuffers": 9,
  "ff_type": "sky130_fd_sc_hd__edfxtp_1",
  "post_cts.repair.setup_buffers": 0,
  "die_outline_area_mm2": 0.0189,
  "detailroute.via_count": 3390,
  "finalSetupViolations": 0,
  "port_buffers": 69,
  "route.antenna.remaining_nets": 0,
  "die_height_um": 138,
  "quantity_of_hold_fixing_buffers_added_after_cts": 0,
  "max_cap_violations": 0,
  "post_synth_ao_oa_area_fraction_pct": 8.03,
  "dpl.hpwl_um": 6700,
  "num_rows": 49,
  "start_kind": "register",
  "grt.total_usage_pct": 11.0,
  "yosys.area_share.adder_pct": 2.04,
  "syn_std_cell_area_mm2": 0.00551,
  "drive_above_1_share_pct": 8.87,
  "num_antenna_cells": 0,
  "initial_utilization_pct": 30.7,
  "floorplan.die.width_um": 138,
  "drt-wirelength-per-cell_um": 13.1,
  "static-leakage-power_uw": 0.00231,
  "synth.comb.largest_family": "simple AND/OR/NAND/NOR gates",
  "synth_chip_area_mm2": 0.00551,
  "clock_skew_ps": 5.24,
  "critPathKind": "reg -> reg",
  "max_freq_mhz": 394,
  "power-per-cell-area_mw_per_mm2": 609,
  "timing.final.hold_violations": 0,
  "clk_transition_reported_paths_ps": 70,
  "arrival_ps": 2640,
  "synth-seq-cells": 135,
  "areaGrowthSynthToFinish_pct": 22.1,
  "min_period_ps": 2540,
  "synthMuxAreaShare_pct": 6.29,
  "io_pins": 70,
  "number_of_unconstrained_endpoints": 64,
  "hold_path.class": "reg -> reg",
  "detail_route.iter0.violations": 137,
  "tightest_slew_ps": 787,
  "placement.setup.worst_slack_ps": 883,
  "run_status": "finished, final reports clean",
  "antenna_found_initial": 0,
  "post-layout-total-power_uw": 4100,
  "simple_gate_area_share_pct": 11.0,
  "place_congestion": 0.844,
  "unrepaired_setup_endpoints_after_global_routing": "false",
  "grt_max_degree": 34,
  "grt_first_pass_wirelength_um": 15700,
  "clock.latency.late_pin_ps": 350,
  "end_kind": "register",
  "drc": 0
}
final timing paths:
| kind | start | endpoint | slack, ps | cells after the start |
|---|---|---|---|---|
| min reg2reg | rx_serial | rx_data | 350 | 0 |
| max reg2reg | bit_index[0] | rx_byte1[18] | 860 | 7 |
| min | rx_serial | rx_data | 350 | 0 |
| max | bit_index[0] | rx_byte1[18] | 860 | 7 |
worst max-delay path: stages (launching register included):
cell                       delay, ps
sky130_fd_sc_hd__edfxtp_1        560
sky130_fd_sc_hd__inv_1           110
sky130_fd_sc_hd__ha_1            320
sky130_fd_sc_hd__or3b_1          380
sky130_fd_sc_hd__a211oi_1        230
sky130_fd_sc_hd__nor2_1          210
sky130_fd_sc_hd__nor2_1          150
sky130_fd_sc_hd__mux2_2          340
cells by family after synthesis:
| group | count (synthesis) |
|---|---|
| other cells | 2 |
| compound gates | 75 |
| mux | 26 |
| fa+ha+maj | 9 |
| flops | 135 |
| simple gates | 122 |
| buf+inv | 36 |
| xor+xnor | 20 |
state kept, by name, indices dropped and copies added (netlist names):
signal and flops:
rx_dv 1, tx_done1 1, clk_cnt 8, tx_data 32, rx_serial 1, bit_index 5, tx_clk_cnt 8, state_machine 4
tx_serial 1, tx_bit_index 5, rx_data 1, tx_state_machine 3, tx_active1 1, rx_byte 32, rx_byte1 32
final cells by class:
class | instances | area (um^2) | area share (%)
clock buffers | 9 | 225 | 3.35
clock inverters | 7 | 80.1 | 1.19
inverters | 17 | 63.8 | 0.948
multi-input cells | 255 | 1700 | 25.3
flip-flops and latches | 135 | 3650 | 54.3
well taps | 229 | 287 | 4.26
repair buffers | 73 | 721 | 10.7
synth_stat cells, types with 6 or more instances:
cell type | n | area [um^2]
sky130_fd_sc_hd__dfxtp_1 | 40 | 801
sky130_fd_sc_hd__nor2_1 | 48 | 180
sky130_fd_sc_hd__mux2_2 | 9 | 101
sky130_fd_sc_hd__ha_1 | 9 | 113
sky130_fd_sc_hd__o21ai_0 | 45 | 225
sky130_fd_sc_hd__xor2_1 | 9 | 78.8
sky130_fd_sc_hd__nand3_1 | 18 | 90.1
sky130_fd_sc_hd__inv_1 | 17 | 63.8
sky130_fd_sc_hd__clkbuf_1 | 8 | 30.0
sky130_fd_sc_hd__xnor2_1 | 11 | 96.3
sky130_fd_sc_hd__mux2i_1 | 8 | 80.1
sky130_fd_sc_hd__nand2_1 | 15 | 56.3
sky130_fd_sc_hd__buf_2 | 7 | 35.0
sky130_fd_sc_hd__edfxtp_1 | 95 | 2850
sky130_fd_sc_hd__and3_1 | 6 | 37.5
layer usage:
layer	routed length, um	part of all wire [%]	global-route usage (%)	vias to the layer above
met5	0	0	0	-
met2	4320	46	16.5	109
met4	90	0.95	1.28	0
li1	-	-	-	1671
met1	4370	46	16.8	1601
met3	689	7.3	3.64	9
cells in the final DEF (no fill, tap or decap), drive strengths merged, types with 3 or more instances in the layout:
master         instances
a21oi                  4
nor3                   5
mux4                   5
and3                   6
o21a                   4
or2                    3
nand2                 15
nand3                 18
o22ai                  3
ha                     9
xor2                   9
a31oi                  4
o21ai                 45
or3b                   3
inv                   20
a211oi                 3
conb                   3
clkbuf                 9
nor2b                  4
nand3b                 3
clkinv                 3
edfxtp                95
dfxtp                 40
nand4                  3
a21boi                 4
nor3b                  3
mux2i                  8
clkdlybuf4s50         69
nor2                  50
buf                    4
xnor2                 11
mux2                  13
through the flow:
stage	hold WS [ps]	cell area, um^2	instances	util [%]
floorplan	323	5520	426	-
global placement	327	6420	709	35.8
detailed placement	334	6420	709	35.8
CTS	347	6730	725	37.5
global route	361	6730	725	37.5
finish	345	6730	725	37.5
power by group:
| part | total [uW] | switching [uW] | leakage, uW | internal [uW] |
|---|---|---|---|---|
| clock network | 1050 | 464 | 0.000150 | 581 |
| logic | 919 | 501 | 0.000913 | 418 |
| registers | 2140 | 275 | 0.00124 | 1860 |
Power is estimated from default activity; no workload was simulated.
